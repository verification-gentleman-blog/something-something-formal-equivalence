## flow/config.mk

```make
export PLATFORM = sky130hd
export DESIGN_NAME = dummy
export DESIGN_NICKNAME = dummy
export VERILOG_FILES = /design/flow/design.v
export SDC_FILE = /design/flow/constraint.sdc
export NUM_CORES = 4
export LEC_CHECK = 1
export CORE_UTILIZATION = 30
```

## flow/constraint.sdc

```tcl
current_design dummy

set clk_period 1.0
set clk_io_pct 0.2

create_clock -name clk0 -period $clk_period [get_ports {PCLK}]

set non_clock_inputs [all_inputs -no_clocks]
set_input_delay [expr $clk_period * $clk_io_pct] -clock clk0 $non_clock_inputs
set_output_delay [expr $clk_period * $clk_io_pct] -clock clk0 [all_outputs]
```

## flow/design.v

```verilog
module dummy(
    input bit PCLK,
    input bit PRESETn,
    input bit PADDR,
    input bit PSEL,
    input bit PENABLE,
    input bit PWRITE,
    input bit [31:0] PWDATA,
    input bit [3:0] PSTRB,
    output bit PREADY,
    output bit [31:0] PRDATA,
    output bit PSLVERR);
  assign PREADY = 1;
  assign PSLVERR = (PADDR != 0);
  bit [31:0] sfr0;
  always @(posedge PCLK or negedge PRESETn)
    if (!PRESETn)
      sfr0 <= 0;
    else if (PSEL && PENABLE && PWRITE)
      if (PADDR == 0)
        sfr0 <= PWDATA;  
  assign PRDATA = sfr0;
endmodule
```

## flow/run.sh

```bash
#!/bin/bash
# OpenROAD 26Q1-2900-gdf79404cd8, Yosys 0.63+post, stock flow scripts
make -C /OpenROAD-flow-scripts/flow DESIGN_CONFIG=/design/flow/config.mk WORK_HOME=/design/flow/orfs finish
```

==> GITHUB_STEP_SUMMARY <==
## PnR job results

| Metric | Value |
|---|---|
| Top cell area share | 59.31% |
| FP Core Util | 31.01% |
| Post-DRT Antenna Nets | 0 |
| Synth Cell Area | 1350 um2 |
| CP max-delay cell | dfrtp_1 |
| Synth flops | 32 |
| Vias | 908 |
| RR Endpoint | sfr0[12]$_DFFE_PN0P_ |
| Worst-path cell chain | buf_2 |
| Number of global-route vias before repair | 905 |
| Crit path launch type | flip-flop |
| Reg clk slew, reported paths | 70 ps |
| Share of post-route cells with drive strength above 1 | 59.88% |
| 1st-iter DRT viols | 33 |
| Row cnt | 24 |
| Pre-CTS worst setup slack | -531.2 ps |
| Post-Syn Area per Cell | 19.01 um2 |
| Synth Seq Share | 59.31% |
| Iteration tally of the first detailed-router pass | 3 |
| TritonCTS clock tree | built |
| Post-synth EDFFs | 0 |
| Pwr dens | 1682 nW/um2 |
| Yosys Warn Count | 1 |
| Post-Route Utilization | 51.87% |
| RSZ-0062 raised after global routing | yes |
| Clock sink count | 32 |
| CTS buffer count | 5 |
| Hold Buf Count CTS | 0 |
| Max Root-Sink Buffers | 2 |
| Die height | 69.09 um |
| Hold WC Path Type | primary input to asynchronous set/reset pin |
| Worst r2r src | sfr0[12]$_DFFE_PN0P_ |
| Clock power share | 26.6% |
| Post-Route WL | 2.855 mm |
| HPWL Detailed | 1.936 mm |
| Outcome | finished, final reports clean |
| Top reg by flops | sfr0 |
| Placeable Area | 4354 um2 |
| CP delay by family, top | flip-flops |
| Worst vdd ir | 0.7551 mV |
| Filler cells | 367 |
| Synth area leaders | dfrtp_1 (59%), mux2_4 (33%), buf_6 (2.5%) |
| Reg2reg setup slack | 30 ps |
| Setup CP Type | flip-flop to output port |
| Synth Flop Type | dfrtp_1 |
| Hold Fails Final Rpt | 0 |
| First-pass GRT wire length | 4.602 mm |
| Synth cell count leaders | dfrtp_1 (32), mux2_4 (30), buf_6 (3), buf_4 (2), mux2_2 (2) |
| Clk_skew | 0 ps |
| Remaining DRCs | 0 |
| Initial antenna violation count | 0 |
| Buffer-and-inverter tally for the worst setup path | 1 |
| Pint | 0.002981 W |
| Total power | 0.003798 W |
| Average wire per standard cell | 13.04 um |
| Largest net degree at the start of global routing | 33 |
| Max reg flops | 32 |
| H-tree levels | 2 |
| Die area | 4773 um2 |
| CP required | 800 ps |
| Die width | 69.09 um |
| Reg power frac | 45.4% |
| Yosys top cell by instances | dfrtp_1 |
| CP peak stage delay | 390 ps |
| Hold_ws | 269.0 ps |
| Total Neg Setup Slack | 0 ps |
| CTS root buf | clkbuf_8 |
| OpenROAD warning count | 31 |
| GP Congestion | 0.7633 |
| Gr usage total | 12.64% |
| Setup violations, final | 0 |
| Post-Syn Instances | 71 |
| Biggest regs | sfr0: 32 flops |
| Sw Pwr | 0.0008174 W |
| Fin crit share | 98.37% |
| Asr flop ratio synth | 100.0% |
| Worst Path Arrival | 780 ps |
| PortBufs | 70 |
| Pins Over Slew Limit | 0 |
| Worst-path maximum fanout | 2 |
| LEAKAGE | 1.195 nW |
| Unique cell types | 7 |
| Late-Pin Clk Latency | 280 ps |
| Crit. End Element | output port |
| Via density | 4.146 |
| Area leader, netlist | dfrtp_1 |
| Worst setup margin | 16.32 ps |
| Sw Share | 21.52% |
| Crit path time final | 983.7 ps |
| Chip Area, Yosys | 1350 um2 |
| Yosys Instances | 71 |
| Synth-to-layout area growth | 67.28% |
| FF-to-FF path depth | 3 |
| Top-level port count | 76 |
| Fmax | 1.017 GHz |
| Logic gate share of total power | 28.0% |
| Gr ovfl total | 0 |
| Max Cap Viol | 0 |
| # diodes | 0 |
==> logic make-up after synthesis <==
family                 count (synthesis)  synth area share (%)
buffers and inverters                  5                 3.614
other                                  1                0.2778
multiplexers                          32                 35.03
flip-flops                            32                 59.31
AND/OR/NAND/NOR                        1                 1.761
==> power groups by stage <==
stage	Clock [W]	Combinational, W	Sequential, W
4_1_cts	0.00104	0.00103	0.00173
5_1_grt	0.00111	0.00115	0.00176
6_report	0.00101	0.00106	0.00172
==> metrics by stage <==
stage	std cells	area [um2]
after detailed placement	196	2152
after global routing	219	2258
after global placement	196	2152
after CTS	215	2243
after floorplan	71	1350
final	219	2258
==> worst max path at each step <==
stage,depth (start not counted),endpoint,slack (ps),startpoint
6_report,1,PRDATA[21],20,sfr0[21]$_DFFE_PN0P_
5_1_grt,1,PRDATA[21],-30,sfr0[21]$_DFFE_PN0P_
4_1_cts,1,PRDATA[21],-4,sfr0[21]$_DFFE_PN0P_
==> placed cells by master, fill, tap and decap left out <==
| master | synthesis | routed |
|---|---|---|
| buf_12 | 0 | 4 |
| buf_16 | 0 | 1 |
| buf_2 | 0 | 33 |
| buf_4 | 2 | 15 |
| buf_6 | 3 | 1 |
| buf_8 | 0 | 1 |
| bufbuf_16 | 0 | 1 |
| clkbuf_2 | 0 | 3 |
| clkbuf_8 | 0 | 6 |
| clkdlybuf4s50_1 | 0 | 34 |
| clkinv_2 | 0 | 2 |
| conb_1 | 1 | 1 |
| dfrtp_1 | 32 | 32 |
| mux2_2 | 2 | 2 |
| mux2_4 | 30 | 30 |
| nand4b_4 | 1 | 1 |
==> repair_timing <==
item	in CTS	in global routing
gates resized	115	3
pin swaps	1	1
buffers inserted	9	4
setup endpoints to repair	65	58
cloned	2	0
==> area by class of cell <==
class | count | area [um2] | share of cell area [%]
sequential | 32 | 800.8 | 35.46
timing repair buffer | 93 | 799.5 | 35.40
multi-input combinational | 34 | 500.5 | 22.16
clock buffer | 6 | 82.58 | 3.657
tap | 52 | 65.06 | 2.881
clock inverter | 2 | 10.01 | 0.4432
==> per-layer routing <==
| metal | GRT usage (%) | vias up | share of wire, % |
|---|---|---|---|
| li1 | - | 434 | - |
| met1 | 19.06 | 429 | 44 |
| met2 | 19.20 | 39 | 48 |
| met3 | 4.154 | 6 | 7.1 |
| met4 | 1.361 | 0 | 1.1 |
| met5 | 0 | - | 0 |
No activity file was given, so power comes from the tool's default toggle rates.
